<file path="config.mk">
export PLATFORM = sky130hd
export DESIGN_NAME = mactop
export DESIGN_NICKNAME = mactop
export VERILOG_FILES = /design/flow/design.v
export SDC_FILE = /design/flow/constraint.sdc
export NUM_CORES = 4
export LEC_CHECK = 1
export CORE_UTILIZATION = 50
</file>
<file path="constraint.sdc">
current_design mactop

set clk_period 6.6
set clk_io_pct 0.2

create_clock -name clk0 -period $clk_period [get_ports {CLK1}]
create_clock -name clk1 -period $clk_period [get_ports {CLK2}]

set non_clock_inputs [all_inputs -no_clocks]
set_input_delay [expr $clk_period * $clk_io_pct] -clock clk0 $non_clock_inputs
set_output_delay [expr $clk_period * $clk_io_pct] -clock clk0 [all_outputs]
</file>
<file path="design.v">
`timescale 1ns / 1ps
module mactop(O, A, B, CLK1, CLK2, RESET);
  input [7:0]A;
  input [7:0]B;
  output [7:0]O;
  input CLK1, CLK2;
  input RESET;
  wire [7:0]P;
  wire [7:0]Q;
  wire [7:0]R;
  wire [7:0]S;
reg8 reg1(A, CLK1,P);
reg8 reg2(B, CLK1,Q); 
mult mult1(P,Q,R);
signedadder adder1(R,O,S);
reg8bit reg3(S,CLK2,RESET,O);
endmodule
`timescale 1ns / 1ps
module mult(a,b,out);
input signed [7:0] a;
input signed [7:0] b;
output signed [7:0] out;
wire [15:0] tempout;
assign tempout=a*b;
assign out = tempout[14:7];
endmodule
`timescale 1ns / 1ps
module reg8(
    input [7:0] D,
    input clk,
    output reg[7:0] Q
    );
    always@(posedge clk )
    begin
      Q <= D;  
     end
endmodule
`timescale 1ns / 1ps
module reg8bit(
    input [7:0] D,
    input clk,
    input reset,
    output reg[7:0] Q
    );
    always@(posedge clk or posedge reset )
        if(reset) 
         begin Q <= 8'd0; end
        else Q <= D;  
endmodule
`timescale 1ns / 1ps
module signedadder(a,b,sum);
input signed [7:0] a;
input signed [7:0] b;
output [7:0] sum;
assign sum=a+b;
endmodule
</file>
<file path="run.sh">
#!/bin/bash
# OpenROAD 26Q1-2900-gdf79404cd8, Yosys 0.63+post, stock flow scripts
make -C /OpenROAD-flow-scripts/flow DESIGN_CONFIG=/design/flow/config.mk WORK_HOME=/design/flow/orfs finish
</file>
==> results.txt <==
run metrics: CTS tree done, diode count 0, share of cells above drive strength 1 4.046%, worst-path fanout max 9, Pins Over Slew Limit 0, Hold WC Path Type flip-flop to flip-flop, DIE AREA 6430 µm², Chip Area, Yosys ~3100 µm², Worst setup EP type flip-flop, RSZ-0062 raised after global routing no, number of enable flip-flop cells 0, synthesized flop and latch total 24, post-CTS sizing 0, Mapped Cells 317, Core Box Area 5921 µm², Syn Area/Cell between 9 and 10 µm², Max-Cap Viols 0, row cnt 28, post-route setup TNS 0 ns, # hold bufs at CTS 0, fillcell total 538, Post-Route WL ~4800 µm, clock slew at reported path FFs 0.06 ns, antenna violations before repair 0, IO Port Bufs 25, WP data arrival 5.55 ns, Leak around 1.7 nW, clock skew 0.0008526 ns, die height between 80 and 90 µm, Tightest Pin Transition ~0.39 ns, Iter 0 DRT Violations approximately 55, final setup fails 0, Antenna Nets Post-Route 0, critical path type flip-flop to flip-flop, Area leader share 33.40%, Routed WL per cell 11.39 µm, clock network power share just over 8%, Reg power frac 13.5%, grt ovf 0, Most common reg cell dfxtp_1, clock sink count 24, pin count of the biggest net entering global routing 10, iteration tally of the first detailed-router pass 4, final hold viol count 0, OpenROAD warning count 26, # IOs 27, Floorplan Utilization 51.63%, launching element type of the critical path flip-flop, Core Util, Final about three fifths, max_slew headroom about three quarters, vias in the first global route between 1,500 and 2,000, P_sw 741.8 µW, Synth Cell Area 3057 µm², routed vias 1,948, most frequent cell after synthesis inv_1, GRT Resource Usage Total a little under a fifth, synth cell count leaders inv_1 (80), fa_1 (51), and2_1 (38), FF+latch area roughly 520 µm², HPWL Detailed about 4200 µm, area grow syn2layout 14.04%, Comb pwr share between 70% and 80%, Top area cell types fa_1 (33%), ha_1 (13%), dfxtp_1 (10%), status complete, no violations, post-synthesis cell type count 31, Post-synth seq share 17.03%, Internal Power 969.1 µW, sw frac a little over two fifths, maximum vdd drop 0.0006172 V, Die Wd 80.19 µm, Comb area 2225 µm², residual DRC count 0, first-pass GRT wire length 8466 µm, CP required 6.75 ns, Yosys warnings 2, power per cell area 490.8 nW/µm², vias per cell 4.627, Setup Fix Bufs, Post-CTS 0, yosys cell count 317, asr flop ratio synth between 30% and 40%, post-synth top area cell fa_1, RD Place Congestion 0.8362
-- cell type report --
type	count	area share (%)
multi-input combinational	210	63.82
sequential	24	14.93
inverter	80	8.615
timing repair buffer	25	7.179
clock buffer	7	2.764
tap	75	2.692
-- power by group through the flow --
stage     clock (mW)  sequential [mW]  combinational, mW
4_1_cts        0.145            0.232               1.36
5_1_grt        0.154            0.237               1.56
6_report       0.142            0.231               1.34
-- worst max-delay path, cell delays in order, from the launching register on --
cell	delay (ns)
dfxtp_1	0.48
nand2b_1	0.13
fa_1	0.53
fa_1	0.54
inv_1	0.05
fa_1	0.52
inv_1	0.05
fa_1	0.52
inv_1	0.04
ha_1	0.31
nand2_1	0.06
or3_4	0.33
nand2_1	0.09
and2_1	0.17
nor2_1	0.09
ha_1	0.27
a21o_1	0.18
a21oi_2	0.18
o21ai_0	0.19
o41ai_2	0.26
xnor2_1	0.17
xnor2_1	0.13
-- cell families after synthesis --
| kind of cell | after synthesis | share of synthesized area [%] |
|---|---|---|
| and+or+nand+nor | 87 | 15.39 |
| buffers and inverters | 83 | 10.19 |
| adders and majority gates | 83 | 46.50 |
| DFF | 24 | 17.03 |
| AOI/OAI and AO/OA | 21 | 5.444 |
| xor gates and xnor gates | 19 | 5.444 |
-- placed cells by master (no fill, tap or decap) --
| master | n |
|---|---|
| xor2_1 | 1 |
| fa_1 | 51 |
| nand2_1 | 21 |
| dfxtp_1 | 16 |
| nand3_1 | 1 |
| and2b_1 | 1 |
| o21a_1 | 2 |
| o31ai_4 | 1 |
| o31a_1 | 1 |
| o21bai_1 | 2 |
| nor3_2 | 1 |
| o41ai_2 | 1 |
| nor2_1 | 11 |
| ha_1 | 32 |
| o21ai_0 | 2 |
| or3_1 | 1 |
| nand2b_1 | 2 |
| or3_4 | 1 |
| and2_1 | 38 |
| dfrtp_1 | 8 |
| o31a_2 | 1 |
| nor3_1 | 2 |
| inv_1 | 80 |
| clkdlybuf4s50_1 | 25 |
| a21oi_1 | 6 |
| clkbuf_8 | 7 |
| nor2b_1 | 5 |
| xnor2_1 | 18 |
| nor4_1 | 1 |
| and3_1 | 2 |
| a21oi_2 | 2 |
| a21o_1 | 3 |
-- registers in the layout, indices dropped and copies added (netlist names) --
register	flops
reg1.Q	8
reg3.Q	8
reg2.Q	8
-- stage by stage --
stage	hold WS, ns	power, mW	setup WS (ns)	cells	instance area (µm²)
final	0.5015	1.711	1.207	421	3486
after global routing	0.5279	1.946	0.8328	421	3486
after CTS	0.5068	1.736	1.197	421	3486
after detailed placement	0.4976	1.585	1.226	414	3390
after global placement	0.4882	1.571	1.279	414	3390
after floorplan	0.4557	1.346	1.479	317	3057
-- metal layers --
layer / vias to the layer above / global-route usage, % / wire length, µm
li1: 1004 / - / -
met1: 918 / 30.78 / 2452
met2: 24 / 27.78 / 2202
met3: 2 / 2.999 / 128
met4: 0 / 1.071 / 10
met5: - / 0 / 0
-- final timing paths --
check	start	end	slack, ns	cells after the start
worst max-delay path	reg2.Q[7]$_DFF_P_	reg3.Q[7]$_DFF_PP0_	1.21	21
worst min-delay path	reg3.Q[0]$_DFF_PP0_	reg3.Q[0]$_DFF_PP0_	0.50	1
worst max register to register	reg2.Q[7]$_DFF_P_	reg3.Q[7]$_DFF_PP0_	1.21	21
worst min register to register	reg3.Q[0]$_DFF_PP0_	reg3.Q[0]$_DFF_PP0_	0.50	1
max in group clk0	reg3.Q[1]$_DFF_PP0_	O[1]	4.20	1
max in group asynchronous	RESET	reg3.Q[3]$_DFF_PP0_	5.02	2
min in group asynchronous	RESET	reg3.Q[4]$_DFF_PP0_	1.35	2
min in group clk0	A[7]	reg1.Q[7]$_DFF_P_	1.52	1
No activity file was given, so power comes from the tool's default toggle rates.
