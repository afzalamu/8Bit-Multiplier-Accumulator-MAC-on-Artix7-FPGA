### /design/flow/design.v
`timescale 1ns / 1ps
module accumulator (
    input wire clk,          
    input wire rst,          
    input wire [7:0] in,    
    output reg [7:0] out    
);
always @(posedge clk)
begin
    if (rst)
        out <= 8'd0;        
    else
        out <= out + in;     
end
endmodule
### /design/flow/run.sh
#!/bin/bash
# OpenROAD 26Q1-2900-gdf79404cd8, Yosys 0.63+post, stock flow scripts
make -C /OpenROAD-flow-scripts/flow DESIGN_CONFIG=/design/flow/config.mk WORK_HOME=/design/flow/orfs finish
### /design/flow/config.mk
export PLATFORM = sky130hd
export DESIGN_NAME = accumulator
export DESIGN_NICKNAME = accumulator
export VERILOG_FILES = /design/flow/design.v
export SDC_FILE = /design/flow/constraint.sdc
export NUM_CORES = 4
export LEC_CHECK = 1
export CORE_AREA = 10 10 72 72
export DIE_AREA = 0 0 82 82
### /design/flow/constraint.sdc
current_design accumulator

set clk_period 4.3
set clk_io_pct 0.2

create_clock -name clk0 -period $clk_period [get_ports {clk}]

set non_clock_inputs [all_inputs -no_clocks]
set_input_delay [expr $clk_period * $clk_io_pct] -clock clk0 $non_clock_inputs
set_output_delay [expr $clk_period * $clk_io_pct] -clock clk0 [all_outputs]
==> reports/results.tsv <==
metric	value	unit
cts_resized	0	
tightest_slew	419	ps
cts_tree	built	
arrival	2620	ps
setup_viol	0	
io_pins	18	
cts.sinks	8	
fin_util	21.7	%
vias	501	
power.leakage	0.321	nW
netlist-cell-type-count	26	
ys.flops	8	
fp-row-count	22	
hp-class	reg -> reg	
path_cells	clkdlybuf4s50_1 > ha_1 > inv_1 > fa_1 > nor2b_1 > o31a_1 > o21ai_1 > nor3b_1	
yosys_warnings	1	
core	3690	µm²
largest-register	out	
powerDensity	455	nW/µm²
dp_slack	1580	ps
fmax	0.396	GHz
period_used_share	58.7	%
htreeDepth	1	
mostFrequentLayoutCell	clkdlybuf4s50_1	
p_seq_share	29.2	%
power_frac_comb	46.5	%
vdd_drop_max	0.117	mV
layout-drive-gt1-share	9.09	%
globalplace.congestion	0.731	
p_total	364	µW
path_clk_slew	40	ps
outcome	completed	
crit_type	in -> reg	
drv_slew	0	
dr.pass1.iters	4	
final.fill_count	400	
endpoint_kind	register	
rsz0062_at_grt	false	
dp.cells	122	
fin_cells	125	
r2r_slack	2550	ps
clk-insertion-delay-late	230	ps
switching_share	30.0	%
cts_max_path_buffers	2	
clock_skew	3.15	ps
grt_first_pass_wirelength	2140	µm
mostFrequentLayoutCells	17 x clkdlybuf4s50_1, 8 x dfxtp_1, 7 x ha_1	
path_buffers	2	
hold_viol_final	0	
initCoreUtil	14.5	%
via_per_inst	4.01	
p_int	255	µW
grt_pass1_vias	465	
syn_area_per_cell	9.19	µm²
warnings	25	
critPathLaunchType	primary input	
synth_area	533	µm²
synth_cells	58	
max_stage_delay	460	ps
area_delta_synth_final	50.0	%
numPortBuffers	17	
drc	0	
net-switching-power	109	µW
cts_setup_buffers	0	
path_max_fanout	3	
cp_top_family	adder cells	
drtAntennaViolNets	0	
yosys.stat.chipArea	533	µm²
cts_buffers	3	
largest_reg_flops	8	
grt_max_degree	12	
clockPowerShare	24.3	%
post_drt_wl_per_cell	11.2	µm
die_area	6720	µm²
ys_seq_share	30.0	%
track_usage	4.12	%
max-cap-violations	0	
tns	0	ps
cts_hold_buf	0	
relSlewSlack	72.0	%
setup_slack	1770	ps
wirelength	1400	µm
cp_data_required_time	4390	ps
antenna_found_initial	0	
reg_top3	out (8)	
cts-root-buf	clkbuf_8	
min_period	2530	ps
ys_cells	58	
diodes	0	
grt_overflow	0	
die_x	82	µm
slowest_stage	clkdlybuf4s50_1	
first_iter_violations	28	
die_h	82	µm
[cell families (layout without fill, tap and decap cells)]
logic type	Yosys count	in the layout	synth area share [%]
AOI/OAI and AO/OA	17	17	23.5
xor gates and xnor gates	1	1	1.64
adders and majority gates	8	8	20.2
buffers and inverters	4	23	3.05
DFF	8	8	30.0
and+or+nand+nor	20	20	21.6
[layer usage]
layer	up-vias	wire [µm]	track usage, %
li1	253	-	-
met1	227	564	4.68
met2	21	616	6.50
met3	0	214	2.97
met4	0	0	0.170
met5	-	0	0
[worst paths after layout]
kind | startpoint | end | cells after the start
max | in[0] | out[6] | 8
max reg2reg | out[0] | out[6] | 7
min | out[7] | out[7] | 3
min reg2reg | out[7] | out[7] | 3
[per-stage QoR]
| step | area (µm²) | hold slack, ps |
|---|---|---|
| 2_1_floorplan | 533 | 524 |
| 3_3_place_gp | 758 | 560 |
| 3_5_place_dp | 758 | 602 |
| 4_1_cts | 800 | 610 |
| 5_1_grt | 800 | 633 |
| 6_report | 800 | 602 |
[power by group through the flow]
stage	clock, mW	sequential (mW)	combinational [mW]
CTS	0.0910	0.107	0.171
finish	0.0882	0.106	0.169
global route	0.0942	0.110	0.191
[layout make-up]
class	count	area, µm²	share of cell area [%]
Timing Repair Buffer	17	170	21.3
Clock buffer	3	41.3	5.16
Inverter	3	11.3	1.41
Sequential cell	8	160	20.0
Multi-Input combinational cell	46	357	44.6
Tap cell	48	60.1	7.51
[Yosys cell counts]
cell | count | share of area (%)
dfxtp_1 | 8 | 30
ha_1 | 7 | 16
nor3_1 | 6 | 5.6
a21oi_1 | 3 | 2.8
inv_1 | 3 | 2.1
nor2_1 | 3 | 2.1
nor2b_1 | 3 | 3.5
a21o_1 | 2 | 2.8
o21a_1 | 2 | 2.8
o21ai_0 | 2 | 1.9
o21ai_1 | 2 | 1.9
o31a_1 | 2 | 3.3
or3b_2 | 2 | 3.3
a211oi_1 | 1 | 1.4
a211oi_2 | 1 | 2.3
buf_2 | 1 | 0.94
fa_1 | 1 | 3.8
nand2_1 | 1 | 0.70
nand3_1 | 1 | 0.94
nor3b_1 | 1 | 1.4
o211a_1 | 1 | 1.9
o211ai_2 | 1 | 2.3
or2b_1 | 1 | 1.4
or3_1 | 1 | 1.2
or4_1 | 1 | 1.4
xnor2_1 | 1 | 1.6
[worst reg2reg max path, cell delays in order, from the launching register on]
cell     delay, ps
dfxtp_1        320
ha_1           220
inv_1           70
fa_1           390
nor2b_1        210
o31a_1         200
o21ai_1         80
nor3b_1        140
Power and IR drop assume default switching activity.
