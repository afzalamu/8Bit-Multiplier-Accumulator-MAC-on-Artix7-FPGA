[flow/config.mk]
export PLATFORM = sky130hd
export DESIGN_NAME = clkdiv
export DESIGN_NICKNAME = clkdiv
export VERILOG_FILES = /design/flow/design.v
export SDC_FILE = /design/flow/constraint.sdc
export NUM_CORES = 4
export LEC_CHECK = 1
export CORE_UTILIZATION = 40
[flow/run.sh]
#!/bin/bash
# OpenROAD 26Q1-2900-gdf79404cd8, Yosys 0.63+post, stock flow scripts
make -C /OpenROAD-flow-scripts/flow DESIGN_CONFIG=/design/flow/config.mk WORK_HOME=/design/flow/orfs finish
[flow/constraint.sdc]
current_design clkdiv

set clk_period 6.3
set clk_io_pct 0.2

create_clock -name clk0 -period $clk_period [get_ports {clk_in}]

set non_clock_inputs [all_inputs -no_clocks]
set_input_delay [expr $clk_period * $clk_io_pct] -clock clk0 $non_clock_inputs
set_output_delay [expr $clk_period * $clk_io_pct] -clock clk0 [all_outputs]
[flow/design.v]
`timescale 1ns / 1ps
module clkdiv(clk_in,reset,ratio,clk_out
    );
    input clk_in;
    input reset;
    input [31:0]ratio;
    output reg clk_out;
    reg [31:0]counter;
    always@(posedge clk_in,negedge reset)
    begin
    if(reset==0)
    begin
        clk_out<= 0;
        counter <= 32'd0;
    end
    else if(counter==(ratio-1))
    begin
        clk_out<= 0;
        counter <= 32'd0;
    end
    else if(counter==((ratio/2)-1)) 
    begin
        clk_out <=1;
        counter <= counter+1;
    end
    else
    counter <= counter+1;
    end
endmodule
==> impl.org <==
#+TITLE: Physical design notes

** Outcome
- The run finished with clean final reports.

** Floorplan
- Per the OpenROAD floorplan log, the area of the core is 0.00920 sq mm.
- The horizontal die dimension reported for this design is 99.0 um.
- The initialized floorplan defines 35 standard-cell rows.
- According to the I/O placement log, the pin count is 35.
- Core utilization before placement :: 0.409
- Measured along the y axis, the die boundary spans approximately 100 um.
- Chip Footprint :: 0.00980 sq mm

** Clock tree
- Clock network latency to the later pin of the worst-skew pair :: 0.27 ns
- Clock transition at path regs :: 0.06 ns
- Looking at the clock tree report, the maximum root-to-sink buffer count equals 2.
- Clock tree synthesis found a total of 33 sinks.
- Deepest level of the CTS H-tree :: 2
- Cell chosen for the clock root :: sky130_fd_sc_hd__clkbuf_8
- Total of cells resized after clock tree synthesis :: 0
- The CTS report gives the tree buffer count as 5.
- Looking at the post-CTS report, the setup buffer insertion count equals 0.
- TritonCTS built the clock tree.
- Hold buffers post-CTS :: 0

** Logic synthesis
- Post-Synthesis Mean Instance Area :: roughly 7.9 sq um
- Mapped cell area :: 0.00376 sq mm
- The cell-mix breakdown from Yosys lists the XOR/XNOR area share as 0.272.
- Post-synthesis simple-gate area fraction :: 0.335
- The cell type that accounts for the most area after synthesis is sky130_fd_sc_hd__dfrtp_1.
- Main synth FF type :: sky130_fd_sc_hd__dfrtp_1
- Post-synthesis sequential area ratio :: 0.219
- Area reported by Yosys stat :: 0.00376 sq mm
- After synthesis, the share of cell area in mux cells is 0.00532.
- Count of yosys warnings during synthesis :: 1
- The synthesized netlist contains 57 unique library cells.
- Share of flip-flops with an asynchronous set or reset after synthesis :: 1.00
- Synth area leaders :: sky130_fd_sc_hd__dfrtp_1 (22%), sky130_fd_sc_hd__xnor2_1 (16%), sky130_fd_sc_hd__xor2_1 (11%)
- Post-synthesis cell count :: 475
- AND-OR/OR-AND share of the synthesized area :: 0.0998
- Adders+Majority by Area :: 0.00998
- Yosys reported a register bit count of 33.
- Cell total in the yosys stat output :: 475
- Dominant comb cell :: simple AND/OR/NAND/NOR gates
- Number of enable-type register cells in the synthesized netlist :: 0
- Top cell type's share of synthesized area :: 0.219

** Route
- Final antenna-violating net count :: 0
- Length of routed met2 wiring :: 4220 um
- Wire segments on met3 add up to 403 um in the final route.
- Post-route met1 wirelength :: between 4000 and 5000 um
- After detailed routing, the number of remaining DRC violations is 0.
- The final antenna diode tally reported by the flow is 0.
- Once iteration 0 of detailed routing completed, the report listed 174 DRC markers.
- Highest metal layer used by the detailed router :: met4
- Summing over every cut layer, the via total after detailed routing is 3413.
- In the final routed layout, each cell accounts on average for 16.3 um.
- The first TritonRoute pass finished after 4 iterations.
- The final layout contains routed wiring with a total length of 9630 um.
- Mean number of vias per cell :: 5.77

** Setup path
- Type of element launching the critical path :: primary input
- Critical path fanouts, max :: 33
- Counting cells, the worst reg-to-reg path comes to 8.
- Kind of capture point of the worst setup path :: register
- According to the timing report, the data required time at the worst endpoint equals around 6.5 ns.
- Start-to-end type of the worst setup path :: in2reg
- For the worst setup path, the data arrival time is 5.07 ns.

** Timing
- Number of failing hold endpoints at the final stage :: 0
- Post-route worst hold slack :: 0.535 ns
- After routing, the total negative slack on setup checks comes to 0 ns.
- Fraction of the cycle the final worst path needs :: 0.782
- Max Fclk :: 203 MHz
- Pin slew with the least headroom to its limit :: 0.821 ns
- RSZ-0062 raised after global routing :: false
- Worst setup slack after layout :: 1.37 ns
- In the final report, the number of endpoints failing setup comes to 0.
- The smallest clock period supported by the final layout is computed as a little under 5 ns.
- For reference, the final report shows the max-slew violation count at 0.
- Setup clock skew after layout :: 0.00264 ns
- The worst-case max-slew headroom was logged as 0.445.

** Power
- Worst supply voltage drop on vdd :: 0.0797 mV
- Power density normalized to cell area :: 114 mW/mm^2
- The script extracted a total leakage power of 1.34 nW.

** Placement
- Once placement completed, the tool counted placed cells totaling 585.
- PortBufs :: 34
- Before CTS, the worst setup slack after placement is 1.30 ns.
- Detailed placement finished with a half-perimeter wire length of 7700 um.
- Routability cong. :: ~0.99

** Finish
- The top cell types in the final layout, fill and taps aside, are sky130_fd_sc_hd__xnor2_1 (70), sky130_fd_sc_hd__nor2_1 (48), sky130_fd_sc_hd__xor2_1 (47), sky130_fd_sc_hd__clkdlybuf4s50_1 (34), sky130_fd_sc_hd__dfrtp_1 (33).
- Of the cells placed in the final design, the portion with a size suffix greater than 1 is 0.0437.
- Area overhead of the layout relative to synthesis :: 11.0%
- Top logic cell by instance count in the layout :: sky130_fd_sc_hd__xnor2_1
- Final std cells w/o fill :: around 590

** Global routing
- The number of global-route vias before repair was 3132.
- Recorded from the global router log, the overflow total was 0.
- Overall routing resource usage recorded by global route was 0.210.
- Antenna violations before repair :: 0
- Maximum number of pins on one net before global-route repair :: 34
- Wire length of the first global-routing pass :: 15900 um

** Hold path
- Min-Delay Path Depth :: 2
- The worst hold path belongs to the class reg2reg.

** Job
- Warnings raised by the tools during the run amount to 25.
- Max-cap viol count :: 0
==> stage by stage <==
stage / util / cell area (sq um) / total power, W
2_1_floorplan: - / 3760 / 0.000284
3_3_place_gp: 0.445 / 4090 / 0.000327
3_5_place_dp: 0.445 / 4090 / 0.000327
4_1_cts: 0.454 / 4180 / 0.000480
5_1_grt: 0.454 / 4180 / 0.000500
6_report: 0.454 / 4180 / 0.000475
==> synthesized netlist by cell type (2+ instances only) <==
cell type	instances
sky130_fd_sc_hd__nor3_1	22
sky130_fd_sc_hd__ha_1	3
sky130_fd_sc_hd__a211oi_1	3
sky130_fd_sc_hd__and3_1	10
sky130_fd_sc_hd__a2111oi_0	5
sky130_fd_sc_hd__nand3_1	25
sky130_fd_sc_hd__or4_1	9
sky130_fd_sc_hd__o31ai_1	3
sky130_fd_sc_hd__buf_2	6
sky130_fd_sc_hd__o21ai_0	9
sky130_fd_sc_hd__mux2i_1	2
sky130_fd_sc_hd__nor2_1	48
sky130_fd_sc_hd__inv_1	10
sky130_fd_sc_hd__and2_1	2
sky130_fd_sc_hd__nor4_1	16
sky130_fd_sc_hd__nor4b_1	4
sky130_fd_sc_hd__and4_1	7
sky130_fd_sc_hd__buf_6	3
sky130_fd_sc_hd__nand2_1	21
sky130_fd_sc_hd__nor4_2	3
sky130_fd_sc_hd__nand4_1	16
sky130_fd_sc_hd__o31a_1	3
sky130_fd_sc_hd__o211ai_1	4
sky130_fd_sc_hd__or2_2	3
sky130_fd_sc_hd__nor4bb_1	3
sky130_fd_sc_hd__a31oi_1	3
sky130_fd_sc_hd__o22ai_1	3
sky130_fd_sc_hd__or3_1	13
sky130_fd_sc_hd__nor2b_1	5
sky130_fd_sc_hd__o311ai_0	2
sky130_fd_sc_hd__xnor2_1	70
sky130_fd_sc_hd__a211o_1	2
sky130_fd_sc_hd__a21oi_1	8
sky130_fd_sc_hd__xor2_1	47
sky130_fd_sc_hd__clkbuf_1	28
sky130_fd_sc_hd__dfrtp_1	33
==> worst max-delay path, stage by stage <==
cell                              delay [ns]
sky130_fd_sc_hd__clkdlybuf4s50_1        0.52
sky130_fd_sc_hd__inv_1                  0.10
sky130_fd_sc_hd__ha_1                   0.24
sky130_fd_sc_hd__nor4b_4                0.42
sky130_fd_sc_hd__nand4_1                0.74
sky130_fd_sc_hd__nor4_1                 0.47
sky130_fd_sc_hd__o21ai_0                0.14
sky130_fd_sc_hd__a2111oi_0              0.47
sky130_fd_sc_hd__and4_1                 0.26
sky130_fd_sc_hd__buf_4                  0.32
sky130_fd_sc_hd__nor2_1                 0.10
==> kinds of logic after synthesis <==
| group | Yosys count |
|---|---|
| simple gates | 218 |
| mux | 2 |
| buf+inv | 49 |
| flops | 33 |
| fa+ha+maj | 3 |
| compound gates | 53 |
| xor+xnor | 117 |
==> power by group <==
group	leakage, nW	internal, W	switching [W]
Sequential	0.358	0.000212	0.000000000834
Clock	0.0443	0.0000864	0.0000649
Combinational	0.937	0.0000493	0.0000625
==> state kept, by name, summed over array words and instances, names as in the netlist <==
name / count
counter: 32
clk_out: 1
==> cell type report <==
cell class,instances,area [sq um]
repair buffers,38,370
multi-input cells,393,2720
clock buffers,7,86.3
well taps,111,139
flip-flops and latches,33,826
fillers,914,5020
inverters,10,37.5
==> worst paths after layout <==
kind                                               to  slack (ns)             startpoint
worst max-delay path             counter[3]$_DFF_PN0_        1.37               ratio[2]
worst min-delay path              clk_out$_DFFE_PN0P_        0.54    clk_out$_DFFE_PN0P_
worst max register to register   counter[3]$_DFF_PN0_        3.36  counter[18]$_DFF_PN0_
worst min register to register    clk_out$_DFFE_PN0P_        0.54    clk_out$_DFFE_PN0P_
max in group asynchronous       counter[28]$_DFF_PN0_        4.63                  reset
min in group asynchronous        counter[3]$_DFF_PN0_        1.38                  reset
==> routing by layer <==
metal | up-vias | GRT usage
met3 | 17 | 0.0144
met5 | - | 0
met1 | 1595 | 0.337
met2 | 86 | 0.318
li1 | 1715 | -
met4 | 0 | 0.0402
Power figures rest on the tool's default switching activity, not on a simulated workload.
